==> /design/flow/design.v <==
`timescale 1ns / 1ps
module multiplier_seq(clk, rst, a, b, p);
    input clk;
    input rst;
    input [3:0] a;
    input [3:0] b;
    output reg [7:0] p;
    parameter S0_idle = 0, S1_multiply = 1, S2_update_result = 2, S3_done = 3;
    reg [1:0] CS, NS;
    reg [7:0] partial_product=8'b0; 
    reg [3:0] multiplicand=4'b0;  
    reg [3:0] operand_bb;     
    reg [2:0] shift_count;   
    always @(posedge clk or posedge rst) begin
        if (rst)
            CS <= S0_idle; 
        else
            CS <= NS;     
    end
    always @(posedge clk) begin
        partial_product <= partial_product;
        shift_count <= shift_count;
        multiplicand <= multiplicand;
        operand_bb <= operand_bb;
        case (CS)
            S0_idle: begin
                partial_product <= 0;
                shift_count <= 0;
                multiplicand <= a; 
                operand_bb <= b;   
                NS = S1_multiply;
            end
            S1_multiply: begin
                if (shift_count < 4) begin
                    if (operand_bb[0] == 1) begin
                        partial_product <= partial_product + multiplicand;
                    end
                    multiplicand <= multiplicand << 1;
                    operand_bb <= operand_bb >> 1;     
                    shift_count <= shift_count + 1;
                    NS = S2_update_result;
                end else begin
                    NS = S3_done; 
                end
            end
            S2_update_result: begin
                NS = S1_multiply; 
            end
            S3_done: begin
                p <= partial_product; 
                NS = S0_idle;        
            end
        endcase
    end
endmodule
`timescale 1ns / 1ps
module top(clk, a, b , p, rst);
    input clk;
    input rst;
    input [3:0] a;
    input [3:0] b;
    output [7:0] p;
    multiplier_seq uut(.clk(clk),.rst(rst),.a(a),.b(b),.p(p));
endmodule
==> /design/flow/run.sh <==
#!/bin/bash
# OpenROAD 26Q1-2900-gdf79404cd8, Yosys 0.63+post, stock flow scripts
make -C /OpenROAD-flow-scripts/flow DESIGN_CONFIG=/design/flow/config.mk WORK_HOME=/design/flow/orfs finish
==> /design/flow/config.mk <==
export PLATFORM = sky130hd
export DESIGN_NAME = top
export DESIGN_NICKNAME = top
export VERILOG_FILES = /design/flow/design.v
export SDC_FILE = /design/flow/constraint.sdc
export NUM_CORES = 4
export LEC_CHECK = 1
export CORE_UTILIZATION = 30
export SYNTH_HDL_FRONTEND = slang
==> /design/flow/constraint.sdc <==
current_design top

set clk_period 2.7
set clk_io_pct 0.2

create_clock -name clk0 -period $clk_period [get_ports {clk}]

set non_clock_inputs [all_inputs -no_clocks]
set_input_delay [expr $clk_period * $clk_io_pct] -clock clk0 $non_clock_inputs
set_output_delay [expr $clk_period * $clk_io_pct] -clock clk0 [all_outputs]
==> run summary <==
clock network power share -> 0.387
Yosys chip area -> 0.00136 sq mm
core area -> 0.00435 sq mm
DR vias -> 851
Flop pwr share -> 0.592
RSZ-0062 raised after global routing -> no
Pleak -> 0.631 nW
Port-buffer cells -> 17
Max IR drop VDD -> 0.294 mV
maxcap violations -> 0
initial antenna violation count -> 0
largest net degree at the start of global routing -> 18
Hold Path Class -> flop to flop
clk slew on worst S/H paths -> 0.06 ns
DRC viols -> 0
Cells after Synth -> 107
TritonCTS Sinks -> 31
Gate power share -> 0.021
vias in the first global route -> 886
crit path DRT -> 2.71 ns
Final Cell Area -> 0.00167 sq mm
CP max-delay cell -> fa_1
gpl congestion -> 0.835
cts hold-fix bufs -> 0
Ys Warns -> 0
Psw -> 161 uW
Post-DP HPWL -> 1520 um
Yosys reg bits -> 31
Int Pwr -> 709 uW
Pwr Total -> 871 uW
CP arrival -> 1.87 ns
clk latency late pin -> 0.28 ns
Clock Path Buffers -> 2
Area Growth Syn to Fin -> 23.2%
iteration-0 DRC count of the detailed router -> 39
Setup TNS -> 0 ns
# diodes -> 0
Synth cell types -> 29
Setup crit start kind -> flop
site row count -> 24
first-pass GRT wire length -> 3770 um
final wirelength -> 2170 um
Critical Path End Type -> flop
PwrDens -> 521 mW/mm^2
chip area -> 0.00479 sq mm
Seq share, synth -> 0.664
CP max FO -> 3
Period minus WS final -> 1.86 ns
CTS resizes -> 0
max frequency -> 537 MHz
cts bufs inserted -> 5
syn avg cell area -> 12.7 sq um
count of final setup violators -> 0
GRT overflow -> 0
Final Hold Violation Tally -> 0
Period Utilization, post-route -> 0.689
Cell Area, Placed -> 0.00159 sq mm
CTS tree -> built
skew final -> 0.00577 ns
CP peak stage delay -> 0.43 ns
I/O pin count -> 18
critical path class -> flop to flop
Max Slew Vio Count -> 0
status -> complete, no violations
critical path cell sequence -> ha_1 > fa_1 > a211oi_1 > or3_1 > a21oi_1
WL/cell -> 11.8 um
worst slew pin tran -> 0.539 ns
root buffer cell -> clkbuf_8
ys cells -> 107
Total GRT Usage -> 0.100
Worst slew margin -> 0.640
Sw Share -> 0.185
share of cells above drive strength 1 -> 0.0611
Synth Cell Area -> 0.00136 sq mm
Via density -> 4.65
Die Ht -> 69.2 um
starting density of the core -> 0.311
drt first pass iters -> 4
# Post-CTS Setup Buffers -> 0
Log Warnings -> 25
ANT nets after route -> 0
Die X -> 69.2 um
# H-tree levels -> 2
==> cells by family after synthesis <==
group | count (synthesis) | synth area share
mux | 2 | 0.0148
flops | 31 | 0.664
compound gates | 17 | 0.0793
buf+inv | 8 | 0.0231
fa+ha+maj | 6 | 0.0609
xor+xnor | 2 | 0.0129
simple gates | 41 | 0.145
==> final cells by class <==
cell class | count | area, sq um
timing repair buffer | 18 | 178
multi-input combinational | 68 | 424
clock buffer | 7 | 76.3
clock inverter | 1 | 5.00
inverter | 6 | 22.5
sequential | 31 | 901
fill | 398 | 2680
tap | 52 | 65.1
==> metal layers <==
layer  vias up  track usage  wire length [um]
li1        429            -                 -
met1       396        0.146              1030
met2        24        0.155               979
met3         2       0.0369               140
met4         0       0.0136                19
met5         -            0                 0
==> path summary, 6_finish.rpt <==
path,from,to,slack [ns],depth (start not counted)
worst max-delay path,uut.partial_product[0],uut.partial_product[6],0.84,5
worst min-delay path,uut.NS[1],uut.CS[1],0.33,0
worst max register to register,uut.partial_product[0],uut.partial_product[6],0.84,5
worst min register to register,uut.NS[1],uut.CS[1],0.33,0
max in group asynchronous,rst,uut.CS[1],2.17,2
min in group asynchronous,rst,uut.CS[0],0.42,2
==> power groups by stage <==
stage / Sequential, mW / Combinational, mW / Clock, mW
finish: 0.516 / 0.0182 / 0.337
global route: 0.515 / 0.0208 / 0.360
CTS: 0.515 / 0.0186 / 0.345
==> registers in the layout, indices dropped and copies added (netlist names) <==
signal / cells
uut.multiplicand: 4
uut.p: 8
uut.operand_bb: 4
uut.CS: 2
uut.shift_count: 3
uut.partial_product: 8
uut.NS: 2
==> cell usage after synthesis (all sizes together) <==
| master | instances | area [sq um] |
|---|---|---|
| nand2 | 21 | 78.8 |
| nand4 | 1 | 6.26 |
| inv | 6 | 22.5 |
| nand2b | 2 | 12.5 |
| dfrtp | 2 | 50.1 |
| a21oi | 5 | 25.0 |
| or3b | 1 | 8.76 |
| dfxtp | 2 | 40.0 |
| o211a | 1 | 10.0 |
| clkbuf | 1 | 3.75 |
| nor2 | 4 | 15.0 |
| o211ai | 1 | 7.51 |
| nand3 | 3 | 15.0 |
| edfxtp | 27 | 811 |
| ha | 5 | 62.6 |
| o21a | 1 | 7.51 |
| xnor2 | 2 | 17.5 |
| fa | 1 | 20.0 |
| or4 | 2 | 15.0 |
| or3 | 1 | 6.26 |
| o2111ai | 1 | 8.76 |
| a21o | 1 | 7.51 |
| o22ai | 1 | 6.26 |
| and2 | 6 | 38.8 |
| o21ai | 4 | 20.0 |
| buf | 1 | 5.00 |
| a211oi | 2 | 15.0 |
| mux2i | 2 | 20.0 |
==> per-stage QoR <==
stage	utilization	worst slack [ns]	instances	hold slack, ns
floorplan	-	0.948	107	0.281
global placement	0.365	0.888	175	0.321
detailed placement	0.365	0.836	175	0.322
CTS	0.384	0.836	183	0.330
global route	0.384	0.762	183	0.333
finish	0.384	0.839	183	0.327
==> worst max-delay path, delay by kind of cell (launching register included) <==
family | cells | cell delay [ns]
adder cells (fa/ha/maj) | 2 | 0.68
AND/OR/NAND/NOR | 1 | 0.15
AND-OR/OR-AND | 2 | 0.35
flip-flops | 1 | 0.42
==> layout by cell type (no fill, tap or decap) <==
cell type / instances
and2_1: 5
o211a_1: 1
o22ai_1: 1
dfxtp_1: 2
xnor2_1: 2
clkbuf_1: 2
nor2_1: 4
clkdlybuf4s50_1: 17
and2_2: 1
nand2_1: 21
o21ai_0: 4
fa_1: 1
ha_1: 5
a211oi_1: 2
edfxtp_1: 27
mux2i_1: 2
nand2b_1: 2
o2111ai_1: 1
o21a_1: 1
o211ai_1: 1
clkinv_2: 1
a21o_1: 1
clkbuf_8: 5
or4_1: 2
dfrtp_1: 2
nand3_1: 3
or3_1: 1
inv_1: 6
or3b_1: 1
nand4_1: 1
a21oi_1: 5
buf_4: 1
Power and IR drop assume default switching activity.
