==> design/flow/config.mk <==
export PLATFORM = sky130hd
export DESIGN_NAME = multiplier_comb
export DESIGN_NICKNAME = multiplier_comb
export VERILOG_FILES = /design/flow/design.v
export SDC_FILE = /design/flow/constraint.sdc
export NUM_CORES = 4
export LEC_CHECK = 1
export CORE_AREA = 10 10 70 70
export DIE_AREA = 0 0 80 80
export SYNTH_HDL_FRONTEND = slang
==> design/flow/constraint.sdc <==
current_design multiplier_comb

set clk_period 4.5
set clk_io_pct 0.2

create_clock -name clk0 -period $clk_period

set non_clock_inputs [all_inputs -no_clocks]
set_input_delay [expr $clk_period * $clk_io_pct] -clock clk0 $non_clock_inputs
set_output_delay [expr $clk_period * $clk_io_pct] -clock clk0 [all_outputs]
==> design/flow/design.v <==
`timescale 1ns / 1ps
module multiplier_comb(a,b,p);
    input [3:0] a,b;
    wire [7:0] m0, m1, m2, m3;
    wire [7:0] s1,s2,s3;
    wire [7:0] p;
    output [7:0] p;
    assign m0 = b[0] ? {4'b0, a} : 8'b0;
    assign m1 = b[1] ? {3'b0, a, 1'b0} : 8'b0;
    assign m2 = b[2] ? {2'b0, a, 2'b0} : 8'b0;
    assign m3 = b[3] ? {1'b0, a, 3'b0} : 8'b0;
    assign s1 = m0 + m1;
    assign s2 = s1 + m2;
    assign s3 = s2 + m3;
    assign p = s3;
endmodule
==> design/flow/run.sh <==
#!/bin/bash
# OpenROAD 26Q1-2900-gdf79404cd8, Yosys 0.63+post, stock flow scripts
make -C /OpenROAD-flow-scripts/flow DESIGN_CONFIG=/design/flow/config.mk WORK_HOME=/design/flow/orfs finish
==> impl_metrics.csv <==
group,metric,value,unit
floorplan,die_h,80,um
critical_path,start_kind,"input pin",
worst_hold_path,min_path_type,"in -> out",
run,warnings,34,
floorplan,core,0.00342,mm^2
floorplan,die-area,0.00640,mm^2
yosys,ys_warn_count,0,
yosys,ys_types,10,
route,top_layer,"met3",
critical_path,cp-end-kind,"output port",
route,diodes,0,
route,wl_met3,143,um
pwr,power_leakage,0.359,nW
route,vias,356,
sta,setup-tns-final,0,ns
route,drtIter0Drc,10,
floorplan,row_count,21,
cells_and_area,ff_count,0,
cells_and_area,final_layout_size_suffix_gt1_share,32.8,%
route,met1_length,548,um
sta,max_freq,0.228,GHz
sta,slew-limit-headroom,89.8,%
critical_path,cp.required,3.60,ns
yosys,synth_area_leader_cell,"ha_1",
critical_path,cpMaxStageDelayCell,"fa_1",
worst_hold_path,hp-start,"a[3]",
route,routed_wl,978,um
cells_and_area,seq_area,0,um^2
clocking,holdBufCountCts,0,
global_routing,grt_pass1_vias,345,
global_routing,antenna_found_initial,0,
floorplan,boundaryPins,16,
floorplan,fp_util,11.3,%
yosys,topCellsByArea,"ha_1 (32%), fa_1 (26%), and2_1 (19%)",
route,route.met2.wl,286,um
cells_and_area,logic_area,389,um^2
placement,place.gp.congestion,0.796,
critical_path,crit_family,"adder cells",
sta,finalSetupViolCount,0,
run,max-cap-violations,0,
critical_path,worstPathArrival,3.50,ns
global_routing,grt_max_degree,5,
critical_path,cp_cell_sequence,"dlygate4sd2_1, and2_4, fa_1, inv_1, fa_1, inv_1, ha_2, fa_2, a21o_1, a21oi_2, xnor2_1, clkbuf_2",
route,drc,0,
yosys,netlist_area,385,um^2
route,routedWlPerCell,8.65,um
critical_path,crit_type,"in -> out",
floorplan,die_x,80,um
sta,rsz0062_at_grt,"yes",
global_routing,globalRouteOverflowTotal,0,
critical_path,critical_path.max_fanout,2,
yosys,yosys_cells,42,
global_routing,grt.total_usage,3.04,%
yosys,ys_seq_share,0,%
sta,worst_slew_pin_slew,0.151,ns
yosys,synthDominantCellAreaShare,32.5,%
placement,dpl.hpwl,880,um
cells_and_area,final_layout_top_logic_cells,"and2_1 (9), ha_1 (9), buf_4 (9)",
sta,hold_violations,0,
placement,portBuffers,16,
cells_and_area,instances_no_fill,113,
critical_path,slowest_delay,0.53,ns
sta,fin_crit,4.40,ns
placement,place_inst,111,
pwr,vdd_drop_max,0.0000352,V
pwr,p_per_area,113,mW/mm^2
global_routing,grt_pass1_wl,1610,um
critical_path,startpoint,"b[2]",
critical_path,timing.critical_path.buf_inv,4,
yosys,synth_area_per_cell,9.18,um^2
pwr,total_power,0.0000747,W
sta,period_used_share,97.7,%
cells_and_area,nFillCells,397,
yosys,synthCells,42,
sta,holdWs,2.38,ns
route,postRouteAntennaNets,0,
status,outcome,"finished clean",
cells_and_area,clkbuf_count,0,
yosys,ys_area,385,um^2
sta,report.final.slew_viol_count,0,
cells_and_area,synthToLayoutAreaGrowth,72.1,%
route,viasPerCell,3.15,
route,firstDrtPassIters,4,
## final timing paths
kind,endpoint,slack [ns],cells past startpoint
max,p[7],0.10,12
min,p[7],2.38,5
## what timing repair did
action	in CTS	in global routing
resized	21	8
setup endpoints to repair	4	2
buffers inserted	1	1
gates cloned	0	0
## kinds of logic (layout without fill, tap and decap cells)
logic type / count (synthesis) / in the layout / synth area share (%)
compound gates: 4 / 4 / 7.47
xor+xnor: 3 / 3 / 6.82
fa+ha+maj: 15 / 15 / 58.4
buf+inv: 4 / 29 / 3.89
simple gates: 16 / 16 / 23.4
## final cells by class
type,instances,share of cell area [%]
inverters,4,2.26
repair buffers,25,30.4
multi-input cells,38,58.7
well taps,46,8.68
## where the power goes
group          leakage (nW)  internal [W]  switching [W]
clock network             0             0              0
logic                 0.359     0.0000472      0.0000275
registers                 0             0              0
## layer usage
layer | vias up | GRT usage [%]
li1 | 187 | -
met4 | 0 | 0
met3 | 0 | 1.36
met2 | 15 | 3.29
met1 | 154 | 5.23
met5 | - | 0
## through the flow
| stage | util, % | area [um^2] | setup slack, ns |
|---|---|---|---|
| global placement | 19.2 | 656 | -0.702 |
| detailed placement | 19.2 | 656 | -0.680 |
| floorplan | - | 385 | 0.396 |
| global route | 19.4 | 663 | -0.00524 |
| finish | 19.4 | 663 | 0.104 |
| CTS | 19.8 | 676 | -0.0447 |
## cells in the mapped netlist
cell type	n
a21o_1	2
a21oi_1	1
a21oi_2	1
and2_1	12
fa_1	5
ha_1	10
inv_1	4
nand2_1	4
xnor2_1	2
xor2_1	1
No activity file was given, so power comes from the tool's default toggle rates.
